`config.mk`:
```
export PLATFORM = sky130hd
export DESIGN_NAME = clkdiv
export DESIGN_NICKNAME = clkdiv
export VERILOG_FILES = /design/flow/design.v
export SDC_FILE = /design/flow/constraint.sdc
export NUM_CORES = 4
export LEC_CHECK = 1
export CORE_AREA = 10 10 112 112
export DIE_AREA = 0 0 122 122
```
`run.sh`:
```
#!/bin/bash
# OpenROAD 26Q1-2900-gdf79404cd8, Yosys 0.63+post, stock flow scripts
make -C /OpenROAD-flow-scripts/flow DESIGN_CONFIG=/design/flow/config.mk WORK_HOME=/design/flow/orfs finish
```
`design.v`:
```
`timescale 1ns / 1ps
module clkdiv(input clk,
				  input rst,
				  output reg[31:0]clkdiv
    );
	 always @ (posedge clk or posedge rst)begin
		if (rst) clkdiv <= 0;
		else clkdiv <= clkdiv + 1'b1;
	 end
endmodule	
```
`constraint.sdc`:
```
current_design clkdiv

set clk_period 4.4
set clk_io_pct 0.2

create_clock -name clk0 -period $clk_period [get_ports {clk}]

set non_clock_inputs [all_inputs -no_clocks]
set_input_delay [expr $clk_period * $clk_io_pct] -clock clk0 $non_clock_inputs
set_output_delay [expr $clk_period * $clk_io_pct] -clock clk0 [all_outputs]
```
==> metrics.cfg <==
[outcome]
status=finished clean

[finish]
finish.utilization=0.2018
fillers=1091
instances_no_fill=303
lay_top_count=clkdlybuf4s50_1
final_cell_mix=clkdlybuf4s50_1 (33), dfrtp_1 (32), xor2_1 (19), xnor2_1 (11), nand3_1 (10)
synthToLayoutAreaGrowth_pct=38.66
comb_area_sq_um=646.9
largest_reg_flops=32
top_regs=clkdiv x32
top_register=clkdiv
drive_gt1_frac=0.08982
fin_area_sq_mm=0.002064
regArea_sq_um=800.8

[hold_path]
min-delay-path-class=flop to flop

[synth]
synth_area_sq_mm=0.001489
ys_cells=129
ys_warn_count=1
synth_flops=32
synth.avg_cell_area_sq_um=11.54
synth_cells=129
synthDistinctLibCells=21
ys_area_sq_mm=0.001489
ys_seq_share=0.5378

[clock_tree]
cts_inserted_buffers=5
cts_setup_buffers=0
cts_tree=built
htree_levels=2
cts_num_sinks=32
path_clk_slew_ps=70
cts_resized=0
clock_latency_ps=270
cts_root_buf=clkbuf_8
cts_hold_buf=0
clk_path_buf_depth=2

[setup_path]
slowest_delay_ps=530
cp_data_arrival_time_ps=1290
cp-end-kind=output pin
crit_chain=clkdlybuf4s50_1
crit_path_top_delay_cell=clkdlybuf4s50_1
cp-start-kind=flop
critPathRequiredTime_ps=3520
crit_fanout=5
worst-path-buf-inv=1
crit_type=flop to output pin
critPathTopFamily=buffers and inverters

[global_routing]
grt_pass1_wl_microns=5885
track_usage=0.04934
grt_max_degree=33
grt_pass1_vias=1112
antenna_found_initial=0
grt.overflow.total=0

[power]
powerDensity_mw_per_mm2=255.9
internal_power_mw=0.4231
pwr-share-seq=0.557
clockPowerShare=0.429
ir_drop_v=0.00008017
leakagePower_nw=0.8810
power_switching_mw=0.1052
pwr-share-comb=0.014
p_sw_frac=0.1992

[final_timing]
max_slew_margin=0.6661
worst_pin_slew_ps=499.4
tns_ps=0
fmax_ghz=0.4599
clock_skew_ps=6.656
fin_crit_ps=2175
rsz0062_at_grt=no
drv_slew=0
timing.final.crit_share=0.4942
hold_viol=0
timing.final.setup_violations=0

[drt]
first_iter_violations=67
drcViolationCount=0
drt-pass1-iter-count=4
via_per_inst=3.455
diodes=0
num_vias=1047
ant_nets=0
wl_per_cell_microns=11.85
wl_met1_microns=1617
routed_wl_microns=3592
route.top_layer_used=met4
routed-wl-met3_microns=346
wl_met2_microns=1615

[floorplanning]
die_h_microns=122
dieWidth_microns=122
coreArea_sq_mm=0.01023
fp-utilization=0.1455
chipArea_sq_mm=0.01488
ios=34
rows=37

[run]
cap_violations=0
warnings=25

[placement]
placed_area_sq_mm=0.001974
dp_hpwl_microns=2693
place.gp.congestion=0.7658
port_buffers=33
placed_cells=295

## cell families (layout without fill, tap and decap cells)
logic type | after synthesis | count (layout) | synth area share
xor gates and xnor gates | 30 | 30 | 0.1765
adders and majority gates | 1 | 1 | 0.008402
buffers and inverters | 9 | 47 | 0.02773
DFF | 32 | 32 | 0.5378
and+or+nand+nor | 57 | 57 | 0.2496
## through the flow
stage / setup slack [ps] / hold WS, ps / power [mW]
finish: 2225 / 473.3 / 0.5283
detailed placement: 2505 / 467.3 / 0.3074
floorplan: 2829 / 420.4 / 0.3040
CTS: 2196 / 476.1 / 0.5391
global route: 2143 / 496.3 / 0.5551
global placement: 2533 / 458.8 / 0.3074
## path summary, 6_finish.rpt
path / start / end / cells after the start / slack, ps
max in group asynchronous: rst / clkdiv[9] / 3 / 3100
min: clkdiv[31] / clkdiv[31] / 1 / 470
min in group asynchronous: rst / clkdiv[24] / 3 / 1000
max: clkdiv[21] / clkdiv[21] / 1 / 2230
max reg2reg: clkdiv[0] / clkdiv[24] / 5 / 2660
min reg2reg: clkdiv[31] / clkdiv[31] / 1 / 470
## cells in the mapped netlist
cell	number	area [sq um]
nand3_1	10	50.05
inv_1	5	18.77
xnor2_1	11	96.34
nand2_1	9	33.78
dfrtp_1	32	800.8
nand3_4	2	35.03
nor4_1	6	37.54
nand4_1	4	25.02
nor2_1	4	15.01
nor4_2	4	50.05
and4_1	5	43.79
nor3_1	4	20.02
buf_4	1	7.510
and3_1	5	31.28
xor2_1	19	166.4
buf_2	3	15.01
nand2_2	1	6.260
nor3b_1	1	7.510
ha_1	1	12.51
nor2b_1	1	6.260
nand3_2	1	10.01
## worst reg2reg max path, delay by kind of cell, from the launching register on
| family | cells | cell delay [ps] |
|---|---|---|
| fa+ha+maj | 1 | 250 |
| xor+xnor | 1 | 170 |
| simple gates | 3 | 830 |
| flops | 1 | 420 |
## power by group through the flow
stage / sequential [mW] / clock [mW] / combinational, mW
final: 0.294 / 0.227 / 0.00720
after global routing: 0.294 / 0.253 / 0.00866
after CTS: 0.294 / 0.237 / 0.00785
## metal layers
layer / track usage / vias to the layer above
met2: 0.07537 / 29
met3: 0.01972 / 2
met5: 0 / -
li1: - / 521
met1: 0.06721 / 495
met4: 0.004471 / 0
## area by class of cell
cell class | instances | share of cell area
clock buffers | 8 | 0.04364
well taps | 136 | 0.08242
flip-flops and latches | 32 | 0.3879
multi-input cells | 88 | 0.3133
inverters | 5 | 0.009091
repair buffers | 34 | 0.1636
No activity file was given, so power comes from the tool's default toggle rates.
