[/design/flow/config.mk]
export PLATFORM = sky130hd
export DESIGN_NAME = AntiJitter
export DESIGN_NICKNAME = AntiJitter
export VERILOG_FILES = /design/flow/design.v
export SDC_FILE = /design/flow/constraint.sdc
export NUM_CORES = 4
export LEC_CHECK = 1
export CORE_AREA = 10 10 109 109
export DIE_AREA = 0 0 119 119
[/design/flow/constraint.sdc]
current_design AntiJitter

set clk_period 7.1
set clk_io_pct 0.2

create_clock -name clk0 -period $clk_period [get_ports {clk}]

set non_clock_inputs [all_inputs -no_clocks]
set_input_delay [expr $clk_period * $clk_io_pct] -clock clk0 $non_clock_inputs
set_output_delay [expr $clk_period * $clk_io_pct] -clock clk0 [all_outputs]
[/design/flow/design.v]
`timescale 1ns / 1ps
module AntiJitter(
	input clk, input I, output reg O
);
	parameter WIDTH = 20;
	reg [WIDTH-1:0] cnt = 0;
	always @ (posedge clk)
	begin
		if(I)
		begin
			if(&cnt)
				O <= 1'b1;
			else
				cnt <= cnt + 1'b1;
		end
		else
		begin
			if(|cnt)
				cnt <= cnt - 1'b1;
			else
				O <= 1'b0;
		end
	end
endmodule
[/design/flow/run.sh]
#!/bin/bash
# OpenROAD 26Q1-2900-gdf79404cd8, Yosys 0.63+post, stock flow scripts
make -C /OpenROAD-flow-scripts/flow DESIGN_CONFIG=/design/flow/config.mk WORK_HOME=/design/flow/orfs finish
==> results.cfg <==
; yosys + openroad results
[placement]
hpwlAfterDp_um = 2340
io_buffers = 2
dp_slack_ps = 2630
place_area_mm2 = 0.00183
gp_congestion = 0.863

[cts]
root_buffer = clkbuf_8
cts_resized = 0
postCtsSetupRepairBufs = 0
cts.sinks = 21
cts_inserted_buffers = 3
tritoncts = built
clock_latency_ps = 260
cts.clk_slew.worst_paths_ps = 80
ctsHoldBuffers = 0
h-tree-depth = 1
cts_buffer_depth = 2

[final_timing]
setup-tns-final_ps = 0
maxSlewViolCount = 0
fmax_ghz = 0.237
worst_slew_pin_slew_ps = 759
hold_viol = 0
timing.slew.headroom = 0.494
period_needed_ps = 4230
setup_slack_ps = 2870
worst_hold_slack_ps = 700
period_used_share = 0.595
rsz0062_at_grt = no
setup_viol = 0
finClkSkew_ps = 5.24

[worst_setup_path]
arrival_ps = 4320
crit_fanout = 19
startpoint = I
crit_chain = clkdlybuf4s50_1, inv_1, ha_1, and3_1, and2_1, and3_1, a21o_1, a31oi_1, mux2i_1
cp_common_cell = and3_1
crit_path_start_kind = input pin
cp_num_buf_inv = 2
slowest_stage = inv_1
end_kind = flop
cp_slowest_stage_delay_ps = 600
crit_type = input pin to flop
r2r_start = cnt[0]$_DFFE_PP_
required_ps = 7200
cp_top_family = buffers and inverters

[final_layout]
area_delta_synth_final_pct = 14.6
final_common_cell = edfxtp_1
lay_top_cells = edfxtp_1, ha_1, a21oi_1, xnor2_1, a21o_1
drive_gt1_frac = 0.0633
num-fill-cells = 1047
fin_area_mm2 = 0.00187
comb_area_um2 = 991
regArea_um2 = 631

[global_routing]
grt_pass1_wl_um = 5330
antenna_found_initial = 0
grt-ovfl-total = 0
grt_pass1_vias = 1157
grt_max_degree = 20
grt_usage = 0.0437

[synthesis]
ys_seq_share = 0.386
syn_inst = 151
ys_cells = 151
synth_area_leader_cell = edfxtp_1
syn_area_mm2 = 0.00163
area_leaders = edfxtp_1, ha_1, xnor2_1
ys_ff = 21
synth_cell_types = 34
synth_area_per_cell_um2 = 10.8
ys_warn_count = 1
ys_area_mm2 = 0.00163
synth_top_area_share = 0.386

[run]
drv_cap = 0
tool_warnings = 25

[floorplanning]
die_width_um = 119
fp_util = 0.169
chipArea_mm2 = 0.0142
fp-row-count = 36
core-area_mm2 = 0.00964
io_pins = 3
die_height_um = 119

[detailed_routing]
vias_per_cell = 4.21
drc = 0
firstDrtPassIters = 4
num_vias = 1226
antennaDiodeCount = 0
ant_nets = 0
drt_iter0_drc = 41
routed_wl_um = 3140
avgRoutedWirePerCell_um = 10.8

[power_and_ir_drop]
p_sw_uw = 360
cellLeakagePower_nw = 0.727
peakVddDrop_uv = 120
cellPowerDensity_mw_per_mm2 = 463
power.total_uw = 867
power_frac_clock = 0.093
seqPwrFrac = 0.334
internal_power_uw = 507
p_sw_frac = 0.416
pwr-share-comb = 0.573

[hold_path]
hp-start = cnt[0]$_DFFE_PP_
hold_path.class = flop to flop

[run_status]
outcome = finished clean
flip-flops by register name, summed over array words and instances (netlist names):
name,cells
O,1
cnt,20
metal layers:
layer / GRT usage / vias up / part of all wire
li1: - / 612 / -
met1: 0.0652 / 573 / 0.50
met2: 0.0640 / 37 / 0.42
met3: 0.00911 / 4 / 0.057
met4: 0.00916 / 0 / 0.016
met5: 0 / - / 0
metrics by stage:
step                      cells  utilization
after detailed placement    287        0.190
final                       291        0.194
after floorplan             151            -
after CTS                   291        0.194
after global placement      287        0.190
after global routing        291        0.194
cells by family after synthesis:
group | count (synthesis) | share of synthesized area
AND-OR/OR-AND | 48 | 0.215
multiplexers | 2 | 0.0123
adder cells (fa/ha/maj) | 19 | 0.150
flip-flops | 21 | 0.386
buffers and inverters | 3 | 0.00690
XOR/XNOR | 19 | 0.102
AND/OR/NAND/NOR | 39 | 0.127
power by group through the flow:
| stage | clock [mW] | sequential, mW | combinational, mW |
|---|---|---|---|
| final | 0.0809 | 0.289 | 0.496 |
| after global routing | 0.0894 | 0.297 | 0.557 |
| after CTS | 0.0850 | 0.289 | 0.496 |
Yosys cell counts (all sizes together):
library cell and count:
edfxtp 21, ha 18, a21oi 15, a21o 11, xnor2 11, nand2 8, xor2 8, nand4 6
nor2 6, o21ai 6, nor4 5, a31oi 4, and3 3, inv 3, nand2b 3, nand3 3
o21a 3, mux2i 2, nor3 2, o31ai 2, a211oi 1, a221oi 1, a41oi 1, and2 1
and4 1, fa 1, nand4b 1, o211ai 1, o21bai 1, o31a 1, o41ai 1
final cells by class:
type                    instances  area share
clock buffers                   4      0.0241
inverters                       3     0.00602
multi-input cells             127       0.529
flip-flops and latches         21       0.337
well taps                     133      0.0889
repair buffers                  3      0.0147
path summary, 6_finish.rpt:
path              depth (start not counted)                end  slack [ps]
setup reg to reg                          7  cnt[16]$_DFFE_PP_        4630
hold reg to reg                           1   cnt[0]$_DFFE_PP_         700
setup / recovery                          9  cnt[17]$_DFFE_PP_        2870
hold / removal                            1   cnt[0]$_DFFE_PP_         700
Power figures rest on the tool's default switching activity, not on a simulated workload.
